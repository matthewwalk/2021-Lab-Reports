==> ./design.v <==
module rf(RD1,RD2, RN1,RN2, WN,WD, clk, W);
parameter DEBUG = 0;
input clk, W;
input [4:0] RN1, RN2, WN;
input [31:0] WD;
output [31:0] RD1, RD2;
reg [31:0] RD1, RD2;
reg [31:0] arr [1:31];
always @(RN1 or arr[RN1])
	if (RN1 == 0)
		RD1 = 0;
	else
	begin
		RD1 = arr[RN1];
		if (DEBUG != 0) $display("RF: read %0dd from reg#%0d", RD1, RN1);
	end
always @(RN2 or arr[RN2])
	if (RN2 == 0)
		RD2 = 0;
	else
	begin
		RD2 = arr[RN2];
		if (DEBUG != 0) $display("RF: read %0dd from reg#%0d", RD2, RN2);
	end
always @(posedge clk)
	if (W == 1 && WN != 0)
	begin
		arr[WN] = WD;
		if (DEBUG != 0) $display("RF: wrote %0dd to reg#%0d", WD, WN);
	end
endmodule
==> ./config.mk <==
export PLATFORM = sky130hd
export DESIGN_NAME = rf
export DESIGN_NICKNAME = rf
export VERILOG_FILES = /design/flow/design.v
export SDC_FILE = /design/flow/constraint.sdc
export NUM_CORES = 4
export LEC_CHECK = 1
export CORE_UTILIZATION = 50
==> ./constraint.sdc <==
current_design rf

set clk_period 9.5
set clk_io_pct 0.2

create_clock -name clk0 -period $clk_period [get_ports {clk}]

set non_clock_inputs [all_inputs -no_clocks]
set_input_delay [expr $clk_period * $clk_io_pct] -clock clk0 $non_clock_inputs
set_output_delay [expr $clk_period * $clk_io_pct] -clock clk0 [all_outputs]
==> ./run.sh <==
#!/bin/bash
# OpenROAD 26Q1-2900-gdf79404cd8, Yosys 0.63+post, stock flow scripts
make -C /OpenROAD-flow-scripts/flow DESIGN_CONFIG=/design/flow/config.mk WORK_HOME=/design/flow/orfs finish
==> Slide: Implementation Results <==
Run Summary

Die
  – # IOs: about 110
  – DIE HEIGHT: ~300 um
  – Core area: between 90000 and 100000 um2
  – FP Util: 50.6%
  – Die area: around 94000 um2
  – Die width: between 300 and 400 um
  – Site row count: 111

Clock network
  – Total CTS buffers: approximately 110
  – Number of clock sinks: 992
  – CTS tree: built
  – CTS root buffer: clkbuf_16
  – Hold buffer count at cts: 0
  – Clk slew on worst S/H paths: approximately 0.06 ns
  – Post-CTS setup buffers: 0
  – Total of cells resized after clock tree synthesis: 0
  – H-tree depth: 3
  – Max Root-Sink Buffers: 3

Worst setup path
  – CP endpoint kind: primary output
  – Worst Path Required: 7.60 ns
  – Crit-path cells: buf_4 > buf_4 > and2_2 > buf_4 > a21oi_1 > nand3_1 > nand4_1 > clkdlybuf4s50_1
  – Crit path kind: in -> out
  – CP Launch Type: input pin
  – Crit path top cell by count: buf_4
  – CP max stage delay: 0.72 ns
  – CP max stage cell: buf_4
  – Worst endpoint data arrival time: just over 5 ns
  – CP Max Fanout: 38

Cells and area
  – Layout Area Growth over Synthesis: 13.6%
  – Final core occ: between 50% and 60%
  – Commonest Layout Cell: edfxtp_1
  – Layout cells sized above 1: approximately a quarter
  – Finished Cell Area: about 53000 um2
  – Filler cells: roughly 6700
  – Largest register FFs: 992
  – Top cells excl fill/tap: 992 x edfxtp_1, 339 x mux4_2, 316 x mux2i_1, 113 x buf_4, 111 x clkbuf_16
  – Non-filler cells, final: between 4000 and 5000

Place
  – Port Buffer Count: 112
  – Placed inst area: just under 50000 um2
  – Post-DP HPWL: about 78000 um
  – Pre-CTS worst setup slack: approximately 2.5 ns
  – GP Congestion: 0.873
  – Dpl cells: between 3000 and 4000

Synth
  – Count of library flops with an enable pin: 992
  – Synth cell types: 38
  – Yosys stat cell total: around 2600
  – Synthesized area per cell: 17.9 um2
  – Comb area leader: multiplexers
  – Ys flop type: edfxtp_1
  – Yosys reg bits: 992
  – Synthesized area: 46500 um2
  – Async S/R FF share, synth: 0%
  – Synth Seq Share: between 60 and 70%
  – Simple-Gate Fraction of Synth Area: 3.85%
  – AO/OA Area Share: slightly above 5%
  – Post-Synth Adder-Cell Area: 0%
  – Cell count after synthesis: about 2600
  – XOR/XNOR Area Share: 0%
  – MUX area fraction: between 20 and 25%
  – Yosys stat area: around 46000 um2
  – Synth warnings: 1

Final timing
  – Worst setup margin: around 2.4 ns
  – Achievable Freq: 141 MHz
  – Hold WS: 2.04 ns
  – Cycle use final: approximately three quarters
  – Fin Setup TNS: 0 ns
  – Final Critical Period: ~7 ns
  – Slew Viols, Final: 0
  – RSZ-0062 raised after global routing: no
  – Hold Vio Cnt, Final: 0
  – Final setup viols: 0
  – Max_slew headroom: 36.3%
  – Worst slew pin tran: between 0.9 and 1 ns

Global routing
  – Global-route wire length before repair: between 200000 and 250000 um
  – Vias in the first global route: between 20000 and 30000
  – Largest net degree at the start of global routing: approximately 83
  – GRT Util Overall: roughly a third
  – Remaining global-route overflow: 0
  – Initial antenna violation count: 0

Route
  – Routed len/inst: approximately 35 um
  – Drt drc: 0
  – Vias: 27000
  – Antenna Nets Post-Route: 0
  – DR iter-0 viols: between 1500 and 2000
  – Detailed-route vias per instance: around 6.6
  – Drt total wl: around 140000 um
  – Drt pass-1 iters: 5

Flow run
  – Maxcap violations: 0
  – Warning total across the stage logs: 25

Power
  – Power per cell area: between 150 and 200 nW/um2
  – Peak supply drop: ~0.14 mV
  – Leakage: about 17 nW
  – Tot Pwr: between 9 and 10 mW

Run status
  – Status: finished clean

Min path
  – Hold Path Class: in -> reg
-- power by group --
| part | internal [mW] | switching, mW |
|---|---|---|
| registers | 4.87 | 0.0209 |
| logic | 0.379 | 0.501 |
| clock network | 2.44 | 1.67 |
| total | 7.69 | 2.20 |
-- cells in the mapped netlist (13+ instances only) --
library cell | count | area (um2)
nand4_1 | 18 | 113
nor2_1 | 115 | 432
buf_2 | 58 | 290
buf_6 | 15 | 169
o21ai_1 | 18 | 90.1
a21oi_1 | 68 | 340
a22oi_1 | 92 | 691
and2_1 | 34 | 213
a311o_1 | 31 | 310
nand2_1 | 89 | 334
buf_4 | 31 | 233
edfxtp_1 | 992 | 29800
buf_1 | 13 | 48.8
a31oi_1 | 14 | 87.6
nand3_1 | 52 | 260
and3_1 | 14 | 87.6
a211oi_1 | 18 | 135
a211o_1 | 31 | 272
mux2i_1 | 316 | 3160
mux2_2 | 34 | 383
a22o_1 | 45 | 394
nor2b_1 | 36 | 225
o21ai_0 | 14 | 70.1
mux4_2 | 339 | 7630
clkbuf_1 | 85 | 319
-- cells by family after synthesis --
| family | after synthesis |
|---|---|
| AND-OR/OR-AND | 332 |
| buffers and inverters | 205 |
| flip-flops | 992 |
| multiplexers | 698 |
| AND/OR/NAND/NOR | 374 |
-- layer usage --
layer  up-vias  part of all wire [%]  GRT usage, %
li1      11200                     -             -
met4         4                   3.1          8.12
met5         -                 0.096          1.76
met3       275                    17          24.8
met2      1917                    47          49.2
met1     13600                    32          44.4
-- worst max-delay path, delay by kind of cell --
family          cells  cell delay (ns)
compound gates      1             0.15
buf+inv             4             2.10
simple gates        3             0.98
-- final cells by class --
cell class | count | area (um2) | area share (%)
tap | 1243 | 1560 | 2.95
multi-input combinational | 1404 | 15900 | 30.1
clock inverter | 64 | 594 | 1.13
timing repair buffer | 230 | 2100 | 3.99
inverter | 1 | 3.75 | 0.00711
antenna | 2 | 5.00 | 0.00948
sequential | 992 | 29800 | 56.4
clock buffer | 131 | 2850 | 5.40
-- worst paths after layout --
check	startpoint	end	slack, ns	cells past startpoint
min	WD[5]	arr[29][5]$_DFFE_PP_	2.04	2
max	RN1[1]	RD1[11]	2.41	8
Power figures rest on the tool's default switching activity, not on a simulated workload.
